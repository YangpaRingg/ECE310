===== ./run.sh =====
#!/bin/bash
# OpenROAD 26Q1-2900-gdf79404cd8, Yosys 0.63+post, stock flow scripts
make -C /OpenROAD-flow-scripts/flow DESIGN_CONFIG=/design/flow/config.mk WORK_HOME=/design/flow/orfs finish

===== ./config.mk =====
export PLATFORM = sky130hd
export DESIGN_NAME = proj001
export DESIGN_NICKNAME = proj001
export VERILOG_FILES = /design/flow/design.v
export SDC_FILE = /design/flow/constraint.sdc
export NUM_CORES = 4
export LEC_CHECK = 1
export CORE_AREA = 10 10 113 113
export DIE_AREA = 0 0 123 123

===== ./constraint.sdc =====
current_design proj001

set clk_period 3.1
set clk_io_pct 0.2

create_clock -name clk0 -period $clk_period [get_ports {clk}]

set non_clock_inputs [all_inputs -no_clocks]
set_input_delay [expr $clk_period * $clk_io_pct] -clock clk0 $non_clock_inputs
set_output_delay [expr $clk_period * $clk_io_pct] -clock clk0 [all_outputs]

===== ./design.v =====
module dff #( parameter WIDTH=4 ) (
  input clk, rst_n,
  input [WIDTH-1:0] d,
  output reg [WIDTH-1:0] q,
  output [WIDTH-1:0] q_n
);
  always @( posedge clk )
    if( !rst_n )
      q <= 0;
    else
      q <= d;
  assign q_n = ~q;
endmodule
module fa (
  input a, b, cin,
  output cout, sum
);
  assign cout = (cin & a) | (cin & b) | (a & b);
  assign sum = cin ^ a ^ b;
endmodule
module mux21 #( parameter WIDTH=4 ) (
  input [WIDTH-1:0] A, B,
  input sel,
  output [WIDTH-1:0] F
);
  assign F = sel ? B : A;
endmodule
module controller (
    input rst_n, clk, capture,
    output valid
);
    wire [2:0] cs, ns;
    wire [2:0] cs_n;
    dff #(.WIDTH(3)) state (
        .clk(clk),
        .rst_n(rst_n),
        .d(ns),
        .q(cs),
        .q_n(cs_n)
    );
    assign ns[2] = cs_n[2] & cs[1] & cs[0] & rst_n & capture;
    assign ns[1] = (cs_n[2] & cs_n[1] & cs[0] & rst_n & capture) |
        (cs_n[2] & cs[1] & cs_n[0] & rst_n) |
        (cs_n[2] & cs[1] & cs[0] & rst_n & ~capture);
    assign ns[0] = (cs_n[2] & cs_n[1] & cs_n[0] & rst_n & capture) |
        (cs_n[2] & cs_n[1] & cs[0] & rst_n & ~capture) |
        (cs_n[2] & cs[1] & cs_n[0] & rst_n & capture) |
        (cs_n[2] & cs[1] & cs[0] & rst_n & ~capture);
    assign valid = cs[2] & cs_n[1] & cs_n[0];
endmodule
module datapath (
    input rst_n, clk,
    input [3:0] d_in,
    input [1:0] op,
    input capture,
    output [4:0] result
);
    wire [3:0] A, B, C, D;
    wire [3:0] W1, W2, W3,
    W4, W5, W6,
    W7, W8, W9,
    W10, W11, W12;
    wire [4:0] AplusB, CplusD;
    mux41 U1 (d_in, A, A, A, op, W1);
    mux21 U2 (A, W1, capture, W2);
    mux21 U3 (0, W2, rst_n, W3);
    dff U13 (
        .clk(clk),
        .rst_n(rst_n),
        .d(W3),
        .q(A)
    );
    mux41 U4 (B, d_in, B, B, op, W4);
    mux21 U5 (B, W4, capture, W5);
    mux21 U6 (0, W5, rst_n, W6);
    dff U14 (
        .clk(clk),
        .rst_n(rst_n),
        .d(W6),
        .q(B)
    );
    mux41 U7 (C, C, d_in, C, op, W7);
    mux21 U8 (C, W7, capture, W8);
    mux21 U9 (0, W8, rst_n, W9);
    dff U15 (
        .clk(clk),
        .rst_n(rst_n),
        .d(W9),
        .q(C)
    );
    mux41 U10 (D, D, D, d_in, op, W10);
    mux21 U11 (D, W10, capture, W11);
    mux21 U12 (0, W11, rst_n, W12);
    dff U16 (
        .clk(clk),
        .rst_n(rst_n),
        .d(W12),
        .q(D)
    );
    fa4bit U17 (
        .a(A),
        .b(B),
        .cin(0),
        .result(AplusB)
    );
    fa4bit U18 (
        .a(C),
        .b(D),
        .cin(0),
        .result(CplusD)
    );
    fs5bit U19 (
        .a(AplusB),
        .b(CplusD),
        .b_in(0),
        .result(result)
    );
endmodule
module fa4bit (
    input [3:0] a, b,
    input cin,
    output [4:0] result
);
    wire cout1, cout2, cout3;
    fa U1 (a[0], b[0], cin, cout1, result[0]);
    fa U2 (a[1], b[1], cout1, cout2, result[1]);
    fa U3 (a[2], b[2], cout2, cout3, result[2]);
    fa U4 (a[3], b[3], cout3, result[4], result[3]);
endmodule
module fs (
    input a, b, b_in,
    output out, b_out
);
    assign out = (a ^ b) ^ b_in;
    assign b_out = (~a & b) | ~(a ^ b) & b_in;
endmodule
module fs5bit (
    input [4:0] a, b,
    input b_in,
    output [4:0] result
);
    wire b_out1, b_out2, b_out3, b_out4, b_out5;
    fs U1 (a[0], b[0], b_in, result[0], b_out1);
    fs U2 (a[1], b[1], b_out1, result[1], b_out2);
    fs U3 (a[2], b[2], b_out2, result[2], b_out3);
    fs U4 (a[3], b[3], b_out3, result[3], b_out4);
    fs U5 (a[4], b[4], b_out4, result[4], b_out5);
endmodule
module mux41 #(parameter WIDTH=4) (
    input [WIDTH-1:0] A, B, C, D,
    input [1:0] sel,
    output [WIDTH-1:0] out
);
    assign out = sel[1] ? (sel[0] ? D : C) : (sel[0] ? B : A);
endmodule
module proj001 (
    input rst_n, clk, 
    input [3:0] d_in, 
    input [1:0] op, 
    input capture,
    output [4:0] result, 
    output valid
);
datapath datapath (
    .rst_n(rst_n),
    .clk(clk),
    .d_in(d_in),
    .op(op),
    .capture(capture),
    .result(result)
);
controller controller (
    .rst_n(rst_n),
    .clk(clk),
    .capture(capture),
    .valid(valid)
);
endmodule

==> flow_summary.toml <==
# generated from flow reports
[final_layout]
fill_cells = 1153
fin_util = 0.1367
drive_gt1_frac = 0.2353
final_cell_mix = "20 x nand2_1, 16 x mux2i_1, 16 x dfxtp_1"
area_growth_pct = 32.55
final_cells = 255
lay_top_count = "nand2_1"
fin_area_um2 = 1411

[job]
warnings = 27
max_cap_viol_count = 0

[cts]
path_clk_slew_ps = 70
clock-sinks = 19
clockBufferDepth = 2
insertion_delay_ps = 250
h-tree-depth = 1
root_buffer = "clkbuf_8"
numCtsBuffers = 3
cts_tree = "built"
hold_buffers = 0

[drt]
wl_mm = 2.079
drc = 0
first_iter_violations = 41
drt.antenna.violating_nets = 0
via_count = 689
detail_route.wl_per_cell_um = 8.153
n_antenna_cell = 0
drtPass1Iterations = 2
via_per_inst = 2.702

[timing]
fin_crit_sh = 1.066
max_freq_ghz = 0.3025
slew_violations = 0
rsz0062_at_grt = "true"
slew-limit-headroom = 0.4866
hold_violations = 0
fin_tns_setup_ps = -273.8
finalSetupViolations = 2
holdWs_ps = 465.0
tightest_slew_ps = 767.7
worst_slack_ps = -205.6
finalClockSkew_ps = 0.1016
final.min_clock_period_ps = 3306

[place]
dp_hpwl_mm = 1.706
place_ws_ps = -468.8
port-buffer-count = 14
gp_congestion = 0.7190
dpl-instance-area_um2 = 1329
place_inst = 249

[floorplanning]
fp_util = 0.1031
die-area_um2 = 15130
ios = 15
core_um2 = 10320
die_x_um = 123
die_height_um = 123
num_rows = 37

[hold_path]
hold_end = "datapath.U14.q[0]"
hp-start = "datapath.U14.q[0]"
min_path_type = "reg -> reg"
hold_depth = 2

[critical_path]
worstPathMaxFanout = 2
slowest_delay_ps = 430
crit_slowest_cell = "fa_2"
critPathCaptureType = "output pin"
r2r_cells = 2
critPathArrivalTime_ps = 2690
crit_top_cell = "fa_2"
worstSetupPathType = "reg -> out"
reg2reg_from = "controller.state.q[1]"
crit-reg2reg-capture = "controller.state.q[1]"
cp.required_ps = 2480
r2r_slack_ps = 2350
start_kind = "flip-flop"
critical_path.top_delay_family = "adder cells"
cp.buffers_inverters = 2
crit_chain = "ha_4 -> inv_2 -> fa_2 -> fa_2 -> fa_2 -> fa_2 -> xor2_2 -> xnor2_1 -> buf_2"

[yosys]
edf_count = 0
ys.flops = 19
synthCells = 107
ff_type = "dfxtp_1"
ys_types = 19
synth_seq_share = 0.3572
syn_avg_cell_area_um2 = 9.951
synth_stat.cells = 107
async_reset_ff_frac = 0
ys_warn_count = 9
ys_chip_area_um2 = 1065
syn_area_um2 = 1065

[power]
leakagePower_nw = 0.5409
power_density_nw_per_um2 = 374.1
power_mw = 0.5280
ir_drop_uv = 124.7

[grt]
grt_pass1_vias = 705
antenna_found_initial = 0
grt_max_degree = 22
grt_usage = 0.02847
overflow = 0
grt_pass1_wl_mm = 3.429

[status]
violations = "setup timing"
status = "finished, violations left"
[repair_timing]
item,in CTS,in global routing
setup endpoints to repair,3,3
buffers inserted,0,2
pin swaps,9,8
gates resized,16,8
[where the power goes]
group	internal [mW]	leakage [nW]	switching (mW)	total, mW
sequential	0.254	0.156	0.00746	0.262
combinational	0.0539	0.359	0.0435	0.0973
clock	0.0892	0.0255	0.0800	0.169
[area by class of cell]
cell class                 instances  area (um2)  share of cell area
multi-input combinational         63       606.8              0.4300
timing repair buffer              16       140.1             0.09929
clock inverter                     1       5.005            0.003546
tap                              136       170.2              0.1206
clock buffer                       3       41.29             0.02926
sequential                        19       384.1              0.2722
inverter                          17       63.81             0.04521
[flip-flops by register name, indices dropped and copies added (netlist names)]
| signal | count |
|---|---|
| controller.state.q | 3 |
| datapath.U13.q | 4 |
| datapath.U14.q | 4 |
| datapath.U15.q | 4 |
| datapath.U16.q | 4 |
[worst max path at each step]
stage                  from        end  slack [ps]  depth (start not counted)
4_1_cts   datapath.U15.q[0]  result[4]        -310                          9
5_1_grt   datapath.U16.q[0]  result[4]        -340                          9
6_report  datapath.U16.q[0]  result[4]        -210                          9
[synthesized netlist by cell type (2+ instances only)]
| library cell | n | area, um2 |
|---|---|---|
| nand3_1 | 2 | 10.01 |
| ha_1 | 3 | 37.54 |
| nand3b_1 | 3 | 22.52 |
| dfxtp_1 | 19 | 380.4 |
| fa_1 | 9 | 180.2 |
| buf_4 | 6 | 45.04 |
| nor2_1 | 2 | 7.510 |
| inv_1 | 17 | 63.81 |
| nand2_1 | 20 | 75.07 |
| mux2i_1 | 16 | 160.2 |
| xnor2_1 | 2 | 17.52 |
[layer usage]
metal / share of wire / track usage
met4: 0.0048 / 0.002911
met3: 0.038 / 0.007863
met1: 0.52 / 0.04087
met2: 0.43 / 0.04351
met5: 0 / 0
[worst reg2reg max path, stage by stage, from the launching register on]
cell and delay (ps):
dfxtp_1 360, a21bo_2 230, a21oi_1 100
[cell families after synthesis]
logic type,synth area share
fa+ha+maj,0.2045
simple gates,0.1387
xor+xnor,0.02468
compound gates,0.01410
flops,0.3572
buf+inv,0.1104
mux,0.1504
Power figures rest on the tool's default switching activity, not on a simulated workload.
